--- flow/run.sh ---
#!/bin/bash
# OpenROAD 26Q1-2900-gdf79404cd8, Yosys 0.63+post, stock flow scripts
make -C /OpenROAD-flow-scripts/flow DESIGN_CONFIG=/design/flow/config.mk WORK_HOME=/design/flow/orfs finish
--- flow/config.mk ---
export PLATFORM = sky130hd
export DESIGN_NAME = branch_predictor_2_bit
export DESIGN_NICKNAME = branch_predictor_2_bit
export VERILOG_FILES = /design/flow/design.v
export SDC_FILE = /design/flow/constraint.sdc
export NUM_CORES = 4
export LEC_CHECK = 1
export CORE_UTILIZATION = 50
--- flow/constraint.sdc ---
current_design branch_predictor_2_bit

set clk_period 87.3
set clk_io_pct 0.2

create_clock -name clk0 -period $clk_period [get_ports {clk}]

set non_clock_inputs [all_inputs -no_clocks]
set_input_delay [expr $clk_period * $clk_io_pct] -clock clk0 $non_clock_inputs
set_output_delay [expr $clk_period * $clk_io_pct] -clock clk0 [all_outputs]
--- flow/design.v ---
module branch_predictor_2_bit #(
    parameter DATA_WIDTH        = 32,
    parameter ADDRESS_BITS      = 32,
    parameter BHT_DEPTH         = 1024,
    parameter LOG2_BHT_DEPTH    = $clog2(BHT_DEPTH)
)
(
    input                       clk,
    input                       reset,
    input  [ADDRESS_BITS-1:0]   PC,  
    input  [DATA_WIDTH-1:0]     instruction,  
    input                       instr_valid,
    input                       mispred,
    input                       actual_pred,
    output                      prediction,
    output [ADDRESS_BITS-1:0]   predicted_pc,
    input  [6:0]                update_opcode,
    input  [ADDRESS_BITS-1:0]   update_pc  
);
    localparam SNT = 2'b00; 
    localparam WNT = 2'b01; 
    localparam WT  = 2'b10; 
    localparam ST  = 2'b11;  
    reg [1:0] bht [BHT_DEPTH-1:0];
    wire [LOG2_BHT_DEPTH-1:0] index             = PC[LOG2_BHT_DEPTH+1:2];
    wire [LOG2_BHT_DEPTH-1:0] update_index      = update_pc[LOG2_BHT_DEPTH+1:2];
    wire [6:0] opcode                           = instruction [6:0];
	assign prediction = (instr_valid && opcode == 'b1100011) ? (bht[index][1]) : 1'b0;
    integer i;
    always @(posedge clk) begin
        if (reset) begin
            for (i = 0; i < BHT_DEPTH; i = i + 1)
                bht[i] <= WNT;
        end else if (update_opcode == 'b1100011) begin
            case (bht[update_index])
                SNT: bht[update_index] <= (actual_pred) ? WNT : SNT;
                WNT: bht[update_index] <= (actual_pred) ? WT  : SNT;
                WT:  bht[update_index] <= (actual_pred) ? ST  : WNT;
                ST:  bht[update_index] <= (actual_pred) ? ST  : WT;
            endcase
        end
    end
    wire[6:0]  s_imm_msb;
    wire[4:0]  s_imm_lsb;
    wire[12:0] sb_imm_orig;
    wire [31:0] sb_imm_extended;
    assign s_imm_msb  = instruction[31:25];    
    assign s_imm_lsb  = instruction[11:7];
    assign sb_imm_orig = {s_imm_msb[6],s_imm_lsb[0],s_imm_msb[5:0],s_imm_lsb[4:1],1'b0};
    assign sb_imm_extended     = {{DATA_WIDTH-13{sb_imm_orig[12]}}, sb_imm_orig};
    assign predicted_pc = PC + sb_imm_extended; 
endmodule
==> reports/metrics.cfg <==
[run_status]
status=complete, no violations

[routing]
vias_per_cell=7.24
wirelength_um=449000
first_iter_violations=7308
route.detailed.drc=0
num_vias=83786
ant_nets=0
dr.pass1.iters=8
wl_per_cell_um=38.8

[final_timing]
rsz0062_at_grt=no
tightest_slew_ps=1120
fin_skew_ps=48.5
period_used_pct=47.3
fin_ws_ps=45980
report.final.setup_viol=0
tns_ps=0
min_period_ps=41320
slew_violations=0
timing.hold.ws_ps=1490
fmax_mhz=24.2
hold_violations=0
relSlewSlack_pct=24.1

[finish]
seq_area_um2=61500
fillCellCount=17528
largest_reg_flops=2048
combGateArea_um2=43800
drive_above_1_share_pct=13.2
finish.utilization_pct=55.2
largestRegisters=bht: 2048 flops
area.growth.synth_to_final_pct=9.39
largest_register=bht
layout.cells.most_common_list=edfxtp_1, nand3_1, nor3_1
layout_top_cell=edfxtp_1

[power]
pwr_density_cell_nw_per_um2=18.9
leakagePower_nw=39.7
ir_drop_mv=0.0195

[setup_path]
cp_max_fo=33
cp_slowest_cell=o311ai_0
crit_type=in2out
r2r_setup_slack_ps=80050
required_ps=69840
slowest_delay_ps=1030
cp_common_cell=buf_4
path_cells=buf_8 > buf_4 > buf_4 > buf_4 > buf_4 > mux4_2 > a22oi_1 > a21oi_1 > o311ai_0 > o2111a_1 > o32ai_1 > buf_4 > clkdlybuf4s50_1
worstPathArrival_ps=23860
cp-start-kind=input pin
end_kind=output pin

[synthesis]
edf_count=2048
syn-cell-area_um2=110000
ys_cells=9073
ys_ff=2048
synthCells=9073
area_leaders=edfxtp_1, mux2i_1, mux4_2
ys_async_sr_fraction_pct=0
synth_seq_share_pct=55.9
yosysTopAreaCell=edfxtp_1
syn_avg_cell_area_um2=12.1
synth_cell_types=70
yosysWarnings=1
yosysTopAreaCellShare_pct=55.9
synth_top_flop_cell=edfxtp_1
yosys_area_um2=110000

[cts]
clockBufferDepth=3
numCtsBuffers=219
cts_tree=done
cts_hold_buf=0
clock_latency_ps=900
cts_root_buf=clkbuf_16
htreeDepth=4
cts_resized=0
cts.reportedPaths.clkPinSlew_ps=60
postCtsSetupRepairBufs=0
cts.sinks=2048

[global_routing]
grt_pass1_wl_um=628000
grt_max_degree=139
antenna_found_initial=28
grt_pass1_vias=84143
overflow=0
gr-usage-all-layers_pct=44.2

[job]
maxCapViolations=0
warnings=99

[place]
place_ws_ps=46110
dp_hpwl_um=261000
routabilityCongestion=1.01
port_buffers=102

[die]
ios=141
initial_core_util_pct=50.5
fp.dieW_um=471
core_area_um2=218000
rows=171
dieArea_um2=222000
fp.dieH_um=471

[hold_path]
hold_path.class=reg2reg

-- synthesized netlist by cell type, types with 18 or more instances --
cell / count
a21o_1: 644
a21oi_1: 64
a221oi_1: 44
a22o_1: 48
a22oi_1: 49
buf_1: 57
buf_2: 335
buf_4: 38
clkbuf_1: 843
edfxtp_1: 2048
ha_1: 30
mux2i_1: 945
mux4_2: 296
nand2_1: 141
nand2b_1: 23
nand3_1: 1054
nor2_1: 129
nor2b_1: 18
nor3_1: 1038
nor4_1: 121
o21ai_0: 30
o21bai_1: 376
o22ai_1: 475
xnor2_1: 18
-- where the power goes --
part / internal [mW] / total, mW / switching, mW
logic: 0.0766 / 0.220 / 0.144
registers: 1.10 / 1.11 / 0.00964
clock network: 0.535 / 0.942 / 0.406
total: 1.71 / 2.27 / 0.559
-- worst max-delay path, delay by kind of cell --
family          cells  cell delay, ps
buf+inv             7            3610
compound gates      5            2090
mux                 1             610
-- through the flow --
step | cells | power, mW | cell area [µm²]
after floorplan | 9073 | 1.26 | 110000
after global placement | 11131 | 1.34 | 113000
after detailed placement | 11131 | 1.34 | 113000
after CTS | 11543 | 2.26 | 120000
after global routing | 11551 | 2.31 | 120000
final | 11571 | 2.27 | 120000
-- routing by layer --
layer | wire (µm) | track usage [%] | up-vias
met1 | 140000 | 52.8 | 41135
li1 | - | - | 34425
met2 | 187000 | 57.4 | 6724
met5 | 1430 | 4.52 | -
met3 | 91100 | 36.4 | 1436
met4 | 28900 | 21.2 | 66
-- path summary, 6_finish.rpt --
path                            cells after the start                        end                      start
worst min-delay path                                9  bht[298][1]$_SDFFCE_PN0P_  bht[637][0]$_SDFFCE_PN1P_
worst max-delay path                               13                 prediction                      PC[2]
worst max register to register                     14    bht[5][1]$_SDFFCE_PN0P_  bht[414][1]$_SDFFCE_PN0P_
worst min register to register                      9  bht[298][1]$_SDFFCE_PN0P_  bht[637][0]$_SDFFCE_PN1P_
-- cells by family after synthesis --
family	Yosys count	synth area share, %
simple gates	2613	12.0
flops	2048	55.9
compound gates	1810	11.8
buf+inv	1293	5.01
mux	1249	14.7
fa+ha+maj	31	0.360
xor+xnor	29	0.231
-- final cells by class --
class	count	area share (%)
diodes	28	0.0582
clock buffers	267	4.79
clock inverters	145	1.12
inverters	8	0.0250
multi-input cells	5732	36.4
flip-flops and latches	2048	51.1
well taps	2854	2.97
repair buffers	489	3.46
Power is estimated from default activity; no workload was simulated.
