===== ./design.v =====
module branch_predictor_1_bit #(
    parameter DATA_WIDTH        = 32,
    parameter ADDRESS_BITS      = 32,
    parameter BHT_DEPTH         = 1024,
    parameter LOG2_BHT_DEPTH    = $clog2(BHT_DEPTH)
)
(
    input                       clk,
    input                       reset,
    input  [ADDRESS_BITS-1:0]   PC,  
    input  [DATA_WIDTH-1:0]     instruction,  
    input                       instr_valid,
    input                       mispred,
    input                       actual_pred,
    output                      prediction,
    output [ADDRESS_BITS-1:0]   predicted_pc,
    input  [6:0]                update_opcode,
    input  [ADDRESS_BITS-1:0]   update_pc  
);
    localparam NT   = 1'b0; 
    localparam T    = 1'b1; 
    reg  bht [BHT_DEPTH-1:0];
    wire [LOG2_BHT_DEPTH-1:0] index             = PC[LOG2_BHT_DEPTH+1:2];
    wire [LOG2_BHT_DEPTH-1:0] update_index      = update_pc[LOG2_BHT_DEPTH+1:2];
    wire [6:0] opcode                           = instruction [6:0];
	assign prediction = (instr_valid && opcode == 'b1100011) ? bht[index] : 1'b0;
    integer i;
    always @(posedge clk) begin
        if (reset) begin
            for (i = 0; i < BHT_DEPTH; i = i + 1)
               bht[i] <= NT;
        end else if (update_opcode == 'b1100011) begin
            if (bht[update_index] != actual_pred) begin
               bht[update_index] <= ~bht[update_index]; 
			end 
            else begin
				bht[update_index] <= bht[update_index]; 
			end
        end
    end
    wire[6:0]  s_imm_msb;
    wire[4:0]  s_imm_lsb;
    wire[12:0] sb_imm_orig;
    wire [31:0] sb_imm_extended;
    assign s_imm_msb  = instruction[31:25];    
    assign s_imm_lsb  = instruction[11:7];
    assign sb_imm_orig = {s_imm_msb[6],s_imm_lsb[0],s_imm_msb[5:0],s_imm_lsb[4:1],1'b0};
    assign sb_imm_extended     = {{DATA_WIDTH-13{sb_imm_orig[12]}}, sb_imm_orig};
    assign predicted_pc = PC + sb_imm_extended; 
endmodule

===== ./run.sh =====
#!/bin/bash
# OpenROAD 26Q1-2900-gdf79404cd8, Yosys 0.63+post, stock flow scripts
make -C /OpenROAD-flow-scripts/flow DESIGN_CONFIG=/design/flow/config.mk WORK_HOME=/design/flow/orfs finish

===== ./config.mk =====
export PLATFORM = sky130hd
export DESIGN_NAME = branch_predictor_1_bit
export DESIGN_NICKNAME = branch_predictor_1_bit
export VERILOG_FILES = /design/flow/design.v
export SDC_FILE = /design/flow/constraint.sdc
export NUM_CORES = 4
export LEC_CHECK = 1
export CORE_UTILIZATION = 50

===== ./constraint.sdc =====
current_design branch_predictor_1_bit

set clk_period 70.5
set clk_io_pct 0.2

create_clock -name clk0 -period $clk_period [get_ports {clk}]

set non_clock_inputs [all_inputs -no_clocks]
set_input_delay [expr $clk_period * $clk_io_pct] -clock clk0 $non_clock_inputs
set_output_delay [expr $clk_period * $clk_io_pct] -clock clk0 [all_outputs]

==> deck_impl_summary.md <==
Run Summary

Outcome
  • Status: finished, final reports clean

Clock network
  • Bufs on Longest Clock Path: 3
  • Clk root buf: clkbuf_16
  • Post-CTS setup buffer count: 0
  • Post-cts sizing count: 0
  • Cts bufs inserted: between 100 and 150
  • # hold bufs at CTS: 0
  • Clk latency late pin: 0.78 ns
  • CTS tree: yes
  • Clk sinks: 1024
  • CTS H-Tree Depth: 3
  • Clock slew at reported path FFs: ~0.06 ns

Placed design
  • Placed Area: 68500 um2
  • Hpwl dp: between 100000 and 150000 um
  • Count of input and output buffers: approximately 100
  • RePlAce Congestion: approximately 0.95

Routing
  • Initial drt markers: ~4.3k
  • Drt first pass iters: 5
  • WL per Instance: about 33 um
  • DR vias/cell: just under 7
  • Detail Route Antenna Nets: 0
  • DR vias: 48.7k
  • Post-Route WL: approximately 230000 um
  • Drt drc: 0

Min path
  • Min-delay src: bht[414]$_SDFFCE_PN0P_
  • Hold WC Path Type: register to register

Global routing
  • Largest net degree at the start of global routing: between 100 and 150
  • Total gr overflow: 0
  • GRT Util Overall: 0.370
  • Vias in the first global route: 47.8k
  • Initial antenna violation count: 6
  • Global-route wire length before repair: about 330000 um

Job
  • OpenROAD warnings: between 70 and 80
  • Number of max-cap violations: 0

STA
  • Setup_tns: 0 ns
  • Max frequency: roughly 30 MHz
  • Final hold viol count: 0
  • Max_slew headroom: 0.320
  • RSZ-0062 raised after global routing: false
  • Least-Margin Pin Slew: a little over 1 ns
  • Cycle use final: 0.478
  • Period minus WS final: ~34 ns
  • Pins Over Slew Limit: 0
  • Clock skew: between 0.03 and 0.04 ns
  • Final setup violation count: 0

Final layout
  • Largest regs: bht (1024)
  • Area growth from synthesis to layout: 7.55%
  • Reg with most FFs: bht
  • Sequential cell area: around 30000 um2
  • Max reg flops: between 1k and 1.5k
  • Share of post-route cells with drive strength above 1: 0.230
  • Final Cell Area: just over 70000 um2
  • Layout fillers: ~11k
  • Area of the multi-input gates: 32900 um2

Critical path
  • Reg2reg start: bht[23]$_SDFFCE_PN0P_
  • CP Max Fanout: 32
  • Worst Setup SP: PC[2]
  • Setup crit end kind: primary output
  • Critical path arrival: around 20 ns
  • Req. time, crit path: between 50 and 60 ns
  • Critical setup path kind: input port to primary output
  • Startpoint Class: input port

Synthesis
  • Yosys stat chip area: 67000 um2
  • Avg Cell Area, Syn: 12.0 um2
  • Max-area cell share: 0.459
  • Largest area contributor in the netlist: edfxtp_1
  • Post-synth seq share: 0.459
  • Yosys warning total: 1
  • Library cells used by synthesis: slightly below 80
  • Mapped Cells: 5594
  • Synth area leaders: edfxtp_1, o21bai_1, mux4_2
  • Yosys cell count: about 5.6k
  • Cell Area, Synth: about 67000 um2
  • FFs w/ async S/R, synth: 0
  • Dominant register cell: edfxtp_1
  • Synthesized registers: 1024
  • Post-synth EDFFs: approximately 1.0k

Power
  • Leak: 22.2 nW
  • Max VDD drop: 23.7 uV
  • PwrDens: 21.1 nW/um2

Floorplan
  • Core area: approximately 130000 um2
  • Die Area: about 140000 um2
  • # IOs: 141
  • Row count: 133
  • Die height: 368 um
  • Die X: 368 um
  • FP Core Util: 0.507
==> metrics by stage <==
stage / setup WS [ns] / cells / hold slack (ns) / utilization / power [mW]
floorplan: 39.51 / 5594 / 1.32 / - / 0.876
global placement: 36.87 / 6822 / 1.95 / 0.518 / 0.939
detailed placement: 36.85 / 6822 / 1.98 / 0.518 / 0.941
CTS: 36.84 / 7035 / 1.99 / 0.545 / 1.52
global route: 36.52 / 7035 / 2.06 / 0.545 / 1.56
finish: 36.79 / 7040 / 1.97 / 0.545 / 1.52
==> placed cells by master, fill, tap and decap left out, types with 19 or more instances in the layout <==
master	count
nor3_2	401
nand3_1	32
clkbuf_1	36
nor2_1	60
nor4_1	27
mux2i_1	414
buf_4	205
nor3_1	633
clkbuf_16	120
o21bai_1	1029
clkinv_1	32
o221ai_1	19
clkdlybuf4s50_1	90
ha_1	30
o22ai_1	189
mux4_2	330
a21oi_1	55
mux2_2	37
o21ai_0	63
edfxtp_1	1024
nand2_1	81
nand2_2	27
or4_1	24
==> synth_stat cells, drive strengths merged, types with 9 or more instances <==
cell	count
ha	30
nor2b	17
o21bai	1029
nand3	47
a22oi	11
and2	10
a211oi	14
nor3	1034
buf	237
xor2	10
mux4	330
mux2	38
nand4	14
o21ai	64
or4	25
clkbuf	601
a21oi	55
xnor2	17
o22a	9
nand2b	9
o22ai	189
o221ai	19
mux2i	414
nor4	28
a21o	18
nor2	62
nand2	122
a221oi	17
edfxtp	1024
==> kinds of logic (layout without fill, tap and decap cells) <==
logic type / Yosys count / in the layout / synth area share
AND-OR/OR-AND: 1474 / 1474 / 0.159
flip-flops: 1024 / 1024 / 0.459
multiplexers: 782 / 782 / 0.179
buffers and inverters: 846 / 532 / 0.0569
XOR/XNOR: 27 / 27 / 0.00353
adder cells (fa/ha/maj): 31 / 31 / 0.00590
AND/OR/NAND/NOR: 1410 / 1410 / 0.137
other: 0 / 5 / 0
==> metal layers <==
layer,share of wire,global-route usage,vias to the layer above
met5,0.00015,0.00499,-
met4,0.049,0.136,6
met3,0.16,0.222,578
met2,0.44,0.507,2719
met1,0.36,0.509,24300
li1,-,-,21100
==> critical path, cell delays in order <==
cell and delay (ns):
buf_8 0.33, buf_4 0.70, buf_4 0.64, buf_4 0.60
mux4_2 0.58, mux2_2 0.32, o221ai_1 0.23, a21oi_1 0.06
o21ai_0 0.16, nand3_1 0.10, nor4_1 0.79, or4_1 0.28
a21oi_1 0.16, clkdlybuf4s50_1 0.45
==> final timing paths <==
path	endpoint	slack (ns)	cells past startpoint
max	prediction	36.79	14
min	bht[479]$_SDFFCE_PN0P_	1.97	10
max reg2reg	bht[81]$_SDFFCE_PN0P_	65.10	13
min reg2reg	bht[479]$_SDFFCE_PN0P_	1.97	10
==> where the power goes <==
part	switching [mW]	internal, mW	total (mW)
clock	0.262	0.325	0.587
sequential	0.00969	0.689	0.698
combinational	0.148	0.0856	0.233
==> final cells by class <==
type	instances	share of cell area
multi-input cells	3724	0.456
flip-flops and latches	1024	0.427
clock buffers	156	0.0435
repair buffers	311	0.0367
well taps	1755	0.0305
clock inverters	57	0.00568
inverters	8	0.000417
diodes	5	0.000174
Power and IR drop assume default switching activity.
